<file path="flow/config.mk">
export PLATFORM = sky130hd
export DESIGN_NAME = rgb_mixer
export DESIGN_NICKNAME = rgb_mixer
export VERILOG_FILES = /design/flow/design.v
export SDC_FILE = /design/flow/constraint.sdc
export NUM_CORES = 4
export LEC_CHECK = 1
export CORE_UTILIZATION = 40
</file>
<file path="flow/constraint.sdc">
current_design rgb_mixer

set clk_period 4.8
set clk_io_pct 0.2

create_clock -name clk0 -period $clk_period [get_ports {clk}]

set non_clock_inputs [all_inputs -no_clocks]
set_input_delay [expr $clk_period * $clk_io_pct] -clock clk0 $non_clock_inputs
set_output_delay [expr $clk_period * $clk_io_pct] -clock clk0 [all_outputs]
</file>
<file path="flow/design.v">
`default_nettype none
`timescale 1ns/1ns
module debounce #(
    parameter HIST_LEN = 8
)(
    input wire clk,
    input wire reset,
    input wire button,
    output reg debounced
);
    localparam on_value = 2 ** HIST_LEN - 1;
    reg [HIST_LEN-1:0] button_hist;
    always @(posedge clk) begin
        if(reset) begin
            button_hist <= 0;
            debounced <= 1'b0;
        end else begin
            button_hist <= {button_hist[HIST_LEN-2:0], button};
            if(button_hist == on_value)
                debounced <= 1'b1;
            else if(button_hist == 8'b0)
                debounced <= 1'b0;
       end
    end
endmodule
`default_nettype none
`timescale 1ns/1ns
module encoder #(
    parameter WIDTH = 8,
    parameter INCREMENT = 1'b1
)(
    input clk,
    input reset,
    input a,
    input b,
    output reg [WIDTH-1:0] value
);
    reg old_a;
    reg old_b;
    always @(posedge clk) begin
        if(reset) begin
            old_a <= 0;
            old_b <= 0;
            value <= 0;
        end else begin
            old_a <= a;
            old_b <= b;
            case ({a,old_a,b,old_b})
                4'b1000: value <= value + INCREMENT;
                4'b0111: value <= value + INCREMENT;
                4'b0010: value <= value - INCREMENT;
                4'b1101: value <= value - INCREMENT;
                default: value <= value;
            endcase
        end
    end
endmodule
`default_nettype none
`timescale 1ns/1ns
module pwm #(
    parameter WIDTH = 8,
    parameter INVERT = 0
    ) (
    input wire clk,
    input wire reset,
    output wire out,
    input wire [WIDTH-1:0] level
    );
    reg [WIDTH-1:0] count;
    wire pwm_on = count < level;
    always @(posedge clk) begin
        if(reset)
            count <= 1'b0;
        else
            count <= count + 1'b1;
    end
    assign out = reset ? 1'b0:
        INVERT == 1'b0 ? pwm_on : ! pwm_on;
endmodule
`default_nettype none
`timescale 1ns/1ns
module rgb_mixer (
    input clk,
    input reset,
    input enc0_a,
    input enc0_b,
    input enc1_a,
    input enc1_b,
    input enc2_a,
    input enc2_b,
    output pwm0_out,
    output pwm1_out,
    output pwm2_out
);
    wire enc0_a_db, enc0_b_db;
    wire enc1_a_db, enc1_b_db;
    wire enc2_a_db, enc2_b_db;
    wire [7:0] enc0, enc1, enc2;
    debounce #(.HIST_LEN(8)) debounce0_a(.clk(clk), .reset(reset), .button(enc0_a), .debounced(enc0_a_db));
    debounce #(.HIST_LEN(8)) debounce0_b(.clk(clk), .reset(reset), .button(enc0_b), .debounced(enc0_b_db));
    debounce #(.HIST_LEN(8)) debounce1_a(.clk(clk), .reset(reset), .button(enc1_a), .debounced(enc1_a_db));
    debounce #(.HIST_LEN(8)) debounce1_b(.clk(clk), .reset(reset), .button(enc1_b), .debounced(enc1_b_db));
    debounce #(.HIST_LEN(8)) debounce2_a(.clk(clk), .reset(reset), .button(enc2_a), .debounced(enc2_a_db));
    debounce #(.HIST_LEN(8)) debounce2_b(.clk(clk), .reset(reset), .button(enc2_b), .debounced(enc2_b_db));
    encoder #(.WIDTH(8)) encoder0(.clk(clk), .reset(reset), .a(enc0_a_db), .b(enc0_b_db), .value(enc0));
    encoder #(.WIDTH(8)) encoder1(.clk(clk), .reset(reset), .a(enc1_a_db), .b(enc1_b_db), .value(enc1));
    encoder #(.WIDTH(8)) encoder2(.clk(clk), .reset(reset), .a(enc2_a_db), .b(enc2_b_db), .value(enc2));
    pwm #(.WIDTH(8)) pwm0(.clk(clk), .reset(reset), .out(pwm0_out), .level(enc0));
    pwm #(.WIDTH(8)) pwm1(.clk(clk), .reset(reset), .out(pwm1_out), .level(enc1));
    pwm #(.WIDTH(8)) pwm2(.clk(clk), .reset(reset), .out(pwm2_out), .level(enc2));
endmodule
</file>
<file path="flow/run.sh">
#!/bin/bash
# OpenROAD 26Q1-2900-gdf79404cd8, Yosys 0.63+post, stock flow scripts
make -C /OpenROAD-flow-scripts/flow DESIGN_CONFIG=/design/flow/config.mk WORK_HOME=/design/flow/orfs finish
</file>
==> GITHUB_STEP_SUMMARY <==
## Synthesis and layout report

| Metric | Value |
|---|---|
| Ys flop type | dfxtp_1 |
| OpenROAD warning count | 26 |
| CTS max path bufs | 2 |
| PortBufs | 10 |
| Die height | 114.3 um |
| Vias per cell | 4.834 |
| Total GRT Usage | 13.71% |
| Hold/Removal Path Class | flop to flop |
| # Max-Cap Violations | 0 |
| TNS Setup | 0 ns |
| Critical Path End Type | primary output |
| Worst Hold Slack | 0.4497 ns |
| Initial drt markers | 146 |
| I/O Pins | 11 |
| Total congestion overflow | 0 |
| CTS Hold Buffers Added | 0 |
| Worst Path Max Fanout | 4 |
| Critical path's top delay family | AND-OR/OR-AND gates |
| Synthesized area | 5042 um2 |
| Initial DRT Pass Iterations | 4 |
| Share of cells above drive strength 1 | 6.475% |
| HP Start | debounce1_a.button_hist[4] |
| Slew @ Worst Pin | 0.7177 ns |
| Setup violations, final | 0 |
| Worst stage delay on the critical path | 0.45 ns |
| Clock Skew | 0.004973 ns |
| Number of global-route vias before repair | 3330 |
| Core box area | 12160 um2 |
| Post-synth EDFFs | 0 |
| FMAX | 309.9 MHz |
| Syn Area/Cell | 9.286 um2 |
| Peak supply drop | 0.0001565 V |
| Gates resized, CTS repair | 0 |
| Worst reg2reg path endpoint | encoder0.value[7] |
| Antenna diodes | 0 |
| Asr flop ratio synth | 0% |
| Placer congestion estimate | 0.8580 |
| Largest net degree at the start of global routing | 78 |
| Final Slew Violations | 0 |
| Vias post-DR | 3500 |
| Die Area | 13060 um2 |
| Yosys Instances | 543 |
| Post-synthesis sequential area ratio | 42.88% |
| Worst setup path startpoint | encoder0.value[1] |
| Mapped Cells | 543 |
| Netlist cell types | 48 |
| Die width | 114.3 um |
| Routed WL per cell | 11.00 um |
| WHS Path Cells | 2 |
| Yosys synthesis chip area | 5042 um2 |
| Reg-to-Reg Start | debounce0_a.debounced |
| Worst reg-to-reg path cell count | 8 |
| Worst slew margin | 52.15% |
| Post-CTS Setup Bufs | 0 |
| Antenna violations before repair | 0 |
| CP max-delay cell | clkdlybuf4s50_1 |
| Final ANT Viol Nets | 0 |
| Total CTS buffers | 9 |
| Cycle use final | 67.22% |
| Worst-path clk slew | 0.07 ns |
| FF+latch count, synth | 108 |
| H-tree levels | 3 |
| Core utilization at floorplan | 41.46% |
| Worst Setup Start Kind | flop |
| PwrDens | 303.5 nW/um2 |
| Critical path cell sequence | inv_1 -> ha_1 -> a21o_1 -> a21o_1 -> a211oi_1 -> o21a_1 -> clkdlybuf4s50_1 |
| R2r setup slk | 2.01 ns |
| Critical Path RT | 3.84 ns |
| Hpwl dp | 5360 um |
| Synth Warn # | 3 |
| Bufs and invs on worst path | 2 |
| Min-Delay Endpoint | debounce1_a.debounced |
| Total wire length | 7964 um |
| Lkg Pwr | 2.313 nW |
| Outcome | completed |
| Hold Vio Cnt, Final | 0 |
| Most frequent CP cell | a21o_1 |
| Latency at later pin | 0.34 ns |
| Clock Root Buffer | clkbuf_16 |
| Arr. time, crit path | 2.27 ns |
| First-pass GRT wire length | 14570 um |
| Row count | 40 |
| RSZ-0062 raised after global routing | no |
| CTS tree | built |
| Crit path kind | flop to primary output |
| Final min period | 3.226 ns |
| Syn-to-layout area delta | 11.04% |
| Remaining DRCs | 0 |
| Clock Sinks | 108 |
[worst reg2reg max path, cell delays in order (launching register included)]
cell	delay, ns
dfxtp_1	0.36
or2b_1	0.25
o22ai_2	0.42
ha_1	0.34
a211oi_2	0.31
o31ai_2	0.11
a211oi_2	0.26
mux2_4	0.33
mux2_4	0.29
[power breakdown]
part	leakage (nW)	total, mW	internal (mW)	switching [mW]
registers	0.875	0.922	0.910	0.0118
logic	1.30	0.0635	0.0345	0.0290
clock network	0.134	0.714	0.401	0.313
[flip-flops by register name, indices dropped and copies added (netlist names), 8 cells and up]
| signal | count |
|---|---|
| pwm1.count | 8 |
| debounce1_a.button_hist | 8 |
| encoder1.value | 8 |
| debounce2_a.button_hist | 8 |
| debounce0_b.button_hist | 8 |
| encoder2.value | 8 |
| debounce0_a.button_hist | 8 |
| pwm0.count | 8 |
| debounce2_b.button_hist | 8 |
| debounce1_b.button_hist | 8 |
| encoder0.value | 8 |
| pwm2.count | 8 |
[cells by family (layout without fill, tap and decap cells)]
family / Yosys count / after routing / synth area share (%)
xor gates and xnor gates: 34 / 34 / 5.906
DFF: 108 / 108 / 42.88
adders and majority gates: 46 / 46 / 11.86
muxes: 6 / 6 / 1.563
buffers and inverters: 43 / 56 / 3.226
AOI/OAI and AO/OA: 92 / 92 / 12.33
and+or+nand+nor: 214 / 214 / 22.23
[synthesized netlist by cell type, types with 6 or more instances]
cell | number | area [um2]
nand2_1 | 38 | 142.6
nor4_1 | 6 | 37.54
a211oi_1 | 8 | 60.06
o21ai_0 | 18 | 90.09
nor2_1 | 45 | 168.9
nand3_1 | 24 | 120.1
nor2b_1 | 52 | 325.3
a21oi_1 | 26 | 130.1
and3_1 | 6 | 37.54
ha_1 | 43 | 538.0
nand4_1 | 7 | 43.79
nand2b_1 | 12 | 75.07
xnor2_1 | 15 | 131.4
inv_1 | 30 | 112.6
a21o_1 | 14 | 105.1
or4_1 | 7 | 52.55
xor2_1 | 19 | 166.4
dfxtp_1 | 108 | 2162
clkbuf_1 | 12 | 45.04
[stage by stage]
stage | instance area (um2) | util, % | cells | worst slack [ns] | power [mW]
after detailed placement | 5308 | 43.64 | 709 | 1.739 | 1.007
after floorplan | 5042 | - | 543 | 2.023 | 0.9858
after CTS | 5599 | 46.04 | 724 | 1.524 | 1.728
after global placement | 5308 | 43.64 | 709 | 1.735 | 1.006
final | 5599 | 46.04 | 724 | 1.574 | 1.699
after global routing | 5599 | 46.04 | 724 | 1.392 | 1.775
[worst max-delay path by stage]
| stage | to | slack, ns | depth (start not counted) |
|---|---|---|---|
| finish | pwm0_out | 1.57 | 7 |
| global route | pwm0_out | 1.39 | 7 |
| CTS | pwm0_out | 1.52 | 7 |
[cells in the final DEF (no fill, tap or decap), drive strengths merged, types with 10 or more instances in the layout]
cell	Yosys	routed
a211oi	10	10
a21o	15	15
a21oi	29	29
dfxtp	108	108
ha	43	43
inv	30	30
nand2	38	38
nand2b	12	12
nand3	24	24
nor2	45	45
nor2b	52	52
o21ai	19	19
xnor2	15	15
xor2	19	19
[layout make-up]
cell class,count,area [um2]
inverters,30,112.6
fillers,1088,6563
repair buffers,11,105.1
flip-flops and latches,108,2162
well taps,168,210.2
multi-input cells,392,2718
clock inverters,6,66.31
clock buffers,9,225.2
[per-layer routing]
layer	track usage (%)	up-vias	wire length [um]
met5	0	-	0
met4	1.991	0	114
met3	1.726	9	163
met2	21.41	28	3397
met1	21.47	1568	4288
li1	-	1895	-
No activity file was given, so power comes from the tool's default toggle rates.
